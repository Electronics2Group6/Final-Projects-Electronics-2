### config.mk
export PLATFORM = sky130hd
export DESIGN_NAME = adc
export DESIGN_NICKNAME = adc
export VERILOG_FILES = /design/flow/design.v
export SDC_FILE = /design/flow/constraint.sdc
export NUM_CORES = 4
export LEC_CHECK = 1
export CORE_AREA = 10 10 70 70
export DIE_AREA = 0 0 80 80
### constraint.sdc
current_design adc

set clk_period 1.1
set clk_io_pct 0.2

create_clock -name clk0 -period $clk_period [get_ports {clk}]

set non_clock_inputs [all_inputs -no_clocks]
set_input_delay [expr $clk_period * $clk_io_pct] -clock clk0 $non_clock_inputs
set_output_delay [expr $clk_period * $clk_io_pct] -clock clk0 [all_outputs]
### design.v
module adc ( clk, analog1, analogcompare, dout1, trustbit);
		input 			    clk;
		input	  [6:0] 	analog1; 
		input	  [6:0] 	analogcompare;  
		output	  [6:0] 	dout1;
		output reg			trustbit; 
		reg 	  [6:0] 	dout1;		
		reg 	  [6:0] 	dout1_reg;
		reg 				LEG;
		always @ (posedge clk)
		begin
		  if (analogcompare >= analog1)
				LEG <= 1;
		  else
				LEG <= 0;
		end
		always @ (posedge clk)
		begin
				trustbit 	<= LEG;
				dout1 	<= dout1_reg;
		end
		endmodule
### run.sh
#!/bin/bash
# OpenROAD 26Q1-2900-gdf79404cd8, Yosys 0.63+post, stock flow scripts
make -C /OpenROAD-flow-scripts/flow DESIGN_CONFIG=/design/flow/config.mk WORK_HOME=/design/flow/orfs finish
==> run notes <==
Notes from the flow run.

Pwr:
- Power spread over the standard cell area amounts to 694 mW/mm^2.
- The run gives the total design power as 400 uW.
- VDD sags by at most 0.000163 V.
- The run puts the leakage dissipation at 0.327 nW.

Yosys:
- The run gives the library cell occupying the most area in the post-synthesis netlist as ha_1.
- The run gives the count of mapped cells out of synthesis as 33.
- The run gives the yosys stat cell total as 33.
- The run gives the mean area per synthesized cell as 7.96 um^2.
- The run puts the fraction of the yosys area taken by sequential cells at 15.2%.
- Counting the warning lines in the Yosys log gives 8.
- The netlist uses 13 different library cells.
- The run gives the chip area estimate from yosys synthesis as 263 um^2.
- The run puts the area share of the largest cell type after synthesis at 33.3%.
- The run gives the combined area of all synthesized cells as 263 um^2.
- The main area contributors are ha_1 (33%), buf_4 (20%), dfxtp_1 (15%).
- The run gives the number of flip-flops and latches in the synthesized netlist as 2.

Layout:
- The run gives the fraction of final layout cells with drive strength greater than 1 as 33.3%.
- The run gives the post-synthesis to final-layout area growth as 120%.
- The run gives the most common logic cell in the routed design as dlymetal6s2s_1.
- The library cells used most frequently in the layout, excluding fill and tap cells, are dlymetal6s2s_1 (10), conb_1 (7), inv_2 (4), ha_4 (4).

Setup path:
- The worst setup path is captured at a register.
- The run gives the worst reg2reg path depth as 0.
- The worst setup path is of the input pin to register kind.
- The run gives the endpoint required time on the critical path as 1.26 ns.
- Per the timing report, the most critical flop-to-flop path finishes at trustbit$_DFF_P_.
- Looking at the reg2reg group, the worst path starts from LEG$_DFF_P_.
- The run puts the critical-path maximum fanout at 2.
- The worst setup path is launched from an input pin.
- The worst-case reg-to-reg setup slack stands at 0.71 ns.
- The run gives the arrival time reported for the critical path endpoint as 1.21 ns.

Die:
- The run puts the die height at 80 um.
- Before placement the cells fill 7.69% of the core.
- The die is 80 um wide.
- The run puts the top-level I/O count at 23.
- The run puts the row count at 21.
- In this run the standard cell core region covers 0.00342 mm^2.
- The run puts the total die size at 0.00640 mm^2.

Clock network:
- The skew report gives the latency at the later pin of the worst-skew pair as 0.22 ns.
- According to the CTS report, the clock sink count is 2.
- The longest clock path from root to sink contains 2 buffers.
- The run gives the master cell of the clock root buffer as clkbuf_4.
- The run gives the number of buffers created by CTS as 3.
- Once the clock tree was built, the setup fixing pass inserted 0 buffers.
- The run gives the number of H-tree levels as 1.
- TritonCTS built the clock tree.
- The run gives the clock slew seen by the registers of the worst setup and hold paths as 0.03 ns.

Detailed routing:
- The run gives the average routed wire per standard cell as 8.15 um.
- The run puts the count of unresolved DRC violations after routing at 0.
- The run gives the count of nets left with antenna violations after detail routing as 0.
- The run gives the wire length after detailed routing as 799 um.
- The run gives the number of detailed-route iterations in the first pass as 2.
- The run gives the via density per instance as 2.53.
- The violation tally recorded at the end of detailed-routing iteration 0 is 3.
- The routed layout has 248 vias.

Outcome:
- The flow ran to the end, and the final reports show no timing, DRC or antenna violations.

Final timing:
- The run gives the total of endpoints with negative setup slack in the final report as 0.
- The run gives the time the worst path needs with I/O delays and setup as 1.06 ns.
- The run gives the setup slack after layout as 0.0432 ns.
- The run puts the final worst-path cycle share at 96.1%.
- The run puts the number of failing hold endpoints at the final stage at 0.
- The run gives the final worst clock skew as 0.000618 ns.
- The run puts the maximum achievable frequency at 946 MHz.
- In the final report, the number of pins over their slew limit comes to 0.

GRT:
- The run gives the first-pass GRT wire length as 1.15 mm.
- The run gives the initial antenna violation count as 1.
- The run puts the total global routing track utilization at 2.29%.
- The run puts the global-route congestion overflow total at 0.
- The number of global-route vias before repair was 261.
- Entering global routing, the biggest net connects 4 pins.

Placement:
- Logged for this run, the post-placement worst setup slack is -0.465 ns.
- The run puts the count of port buffers added during placement at 15.
- The run gives the placer congestion estimate as 0.678.

Run:
- In this run the tools logged warnings totalling 26.
- In this run the maximum-capacitance check reported violations numbering 0.

Min path:
- The worst hold path begins at LEG$_DFF_P_.
- The run puts the depth of the worst hold-timing path at 0.
- Hold analysis lists the worst path endpoint as trustbit$_DFF_P_.
- According to the hold report, the worst path is of the register to register type.
kinds of logic after synthesis:
logic type / Yosys count / synth area share (%)
other: 1 / 1.43
buffers and inverters: 14 / 30.0
and+or+nand+nor: 3 / 6.19
DFF: 2 / 15.2
AOI/OAI and AO/OA: 6 / 13.8
adders and majority gates: 7 / 33.3
layer usage:
layer / GRT usage (%) / up-vias / share of wire (%)
li1: - / 132 / -
met1: 2.51 / 100 / 42
met2: 3.45 / 14 / 45
met3: 1.70 / 2 / 13
met4: 0.528 / 0 / 0.75
met5: 0 / - / 0
cell type report:
cell class | instances | area [um^2]
Sequential cell | 2 | 40.0
Antenna cell | 1 | 2.50
Tap cell | 46 | 57.6
Clock buffer | 3 | 22.5
Fill cell | 382 | 2840
Multi-Input combinational cell | 23 | 249
Timing Repair Buffer | 16 | 179
Inverter | 7 | 26.3
through the flow:
step	hold WS [ns]	utilization [%]	TNS, ns	instance area, um^2	std cells
2_1_floorplan	0.310	-	0	285	39
3_3_place_gp	0.314	13.1	-0.467	448	94
3_5_place_dp	0.315	13.1	-0.465	448	94
4_1_cts	0.321	15.2	-0.0968	518	97
5_1_grt	0.340	16.9	-0.00385	577	98
6_report	0.319	16.9	0	577	98
cells in the mapped netlist:
master    number
inv_1          7
nand2_1        1
a21oi_1        2
buf_4          7
o21a_1         1
a21o_1         1
a31oi_1        1
nand2b_1       1
o21ai_1        1
nand4_1        1
ha_1           7
dfxtp_1        2
conb_1         1
flip-flops by register name, summed over array words and instances, names as in the netlist:
name and count:
LEG 1, trustbit 1
power breakdown:
group,switching [mW],internal (mW),total (mW)
Combinational,0.0551,0.0972,0.152
Clock,0.0430,0.120,0.163
Sequential,0.00161,0.0829,0.0845
worst max-delay path, stage by stage:
cell and delay (ns):
clkdlybuf4s50_1 0.45, ha_4 0.28, nand2_1 0.05, o21a_1 0.16, o21ai_1 0.06
how the worst max path moves through the flow:
| stage | start | endpoint | slack [ns] | cells past startpoint |
|---|---|---|---|---|
| global route | analogcompare[5] | LEG$_DFF_P_ | -0.004 | 5 |
| finish | analogcompare[5] | LEG$_DFF_P_ | 0.04 | 5 |
| CTS | analog1[4] | LEG$_DFF_P_ | -0.1 | 6 |
timing repair:
item                                    4_1_cts  5_1_grt
pin swaps                                     5        8
endpoints found under the hold margin         0        0
endpoints found under the setup margin        2        1
gates resized                                 9       17
hold buffers                                  0        0
Power figures rest on the tool's default switching activity, not on a simulated workload.
